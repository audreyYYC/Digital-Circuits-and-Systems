[flow/design.v]
module MAC(
	clk,
	rst_n,
	in_valid,
	in_mode,
	in_act,
	in_wgt,
	out_act_idx,
	out_wgt_idx,
	out_idx,
    out_valid,
	out_data,
	out_finish
);
input clk, rst_n, in_valid, in_mode;
input [0:7][3:0] in_act;
input [0:8][3:0] in_wgt;
output logic [3:0] out_act_idx, out_wgt_idx, out_idx;
output logic out_valid, out_finish;
output logic [0:7][11:0] out_data;
typedef enum logic [2:0] { 
	IDLE, WINDOW, ACT_1, ACT_2, PROCESS_ROW, OUTPUT_ROW
} state_t;
state_t state;
logic operation_mode;
logic [2:0] curr_row, counter;
logic [0:7][3:0] act_window_buffer[0:2];
logic [0:2][0:2][3:0] conv_wgt;       
logic [11:0] sum;
always_ff @(posedge clk or negedge rst_n) begin
	if (!rst_n) begin
		out_valid <= 0;
		out_finish <= 0;
		out_idx <= 0;
	end
	else begin
		if (state == OUTPUT_ROW) begin
			out_valid <= 1;
			out_idx <= {1'b0, curr_row};
			out_finish <= (curr_row == 7);
		end
		else begin
			out_valid <= 0;
			out_finish <= 0;
			out_idx <= 0;
		end
	end
end
always_comb begin
	out_act_idx = 0;
	out_wgt_idx = 0;
	if (operation_mode == 0) begin
		out_act_idx = {1'b0, curr_row};
		out_wgt_idx = {1'b1, counter};
	end
	else if (state == WINDOW) 
		out_act_idx = {1'b0, curr_row};
	else
		out_act_idx = {1'b0, curr_row + 1};
end
always_ff @(posedge clk or negedge rst_n) begin
	if (!rst_n) begin
		state <= IDLE;
		curr_row <= 0;
		counter <= 0;
		operation_mode <= 0;
		out_data <= 0;
	end
	else begin
		case (state)
		IDLE: begin
			if (in_valid) begin
				if(in_mode == 0)
					state <= PROCESS_ROW;
				else
					state <= WINDOW;
				operation_mode <= in_mode;
				counter <= 0;
				curr_row <= 0;
			end
		end
		WINDOW: begin   
            act_window_buffer[1] <= in_act;
            conv_wgt[0][0] <= in_wgt[0];
            conv_wgt[0][1] <= in_wgt[1];
            conv_wgt[0][2] <= in_wgt[2];
            conv_wgt[1][0] <= in_wgt[3];
            conv_wgt[1][1] <= in_wgt[4];
            conv_wgt[1][2] <= in_wgt[5];
            conv_wgt[2][0] <= in_wgt[6];
            conv_wgt[2][1] <= in_wgt[7];
            conv_wgt[2][2] <= in_wgt[8];
            state <= ACT_1;
        end
        ACT_1: begin
            act_window_buffer[0] <= 0;
            act_window_buffer[2] <= in_act;
            state <= PROCESS_ROW;
        end
        ACT_2: begin
			if (curr_row == 7) begin
				act_window_buffer[0] <= act_window_buffer[1];
				act_window_buffer[1] <= act_window_buffer[2];
				act_window_buffer[2] <= 0;
				state <= PROCESS_ROW;
			end
			else begin
				act_window_buffer[0] <= act_window_buffer[1];
				act_window_buffer[1] <= act_window_buffer[2];
				act_window_buffer[2] <= in_act;
				state <= PROCESS_ROW;
			end
        end
		PROCESS_ROW: begin
			if (operation_mode == 0) begin   
				sum = 0;
				for (int k = 0; k < 8; k++) 
					sum = sum + in_act[k] * in_wgt[k];
				out_data[counter] <= sum;
				if (counter == 7) begin
					counter <= 0;
					state <= OUTPUT_ROW;
				end 
				else 
					counter <= counter + 1;
			end
			else begin
				sum = 0;
				for (int m = 0; m < 3; m++) begin
					for (int n = 0; n < 3; n++) begin
						logic [3:0] act_val;
						int col_idx;
						col_idx = counter + n - 1;
						if (col_idx < 0 || col_idx > 7) 
							act_val = 0;
						else 
							act_val = act_window_buffer[m][col_idx];
						sum = sum + act_val * conv_wgt[m][n];
					end
				end
				out_data[counter] <= sum;
				if (counter == 7) begin
					counter <= 0;
					state <= OUTPUT_ROW;
				end 
				else 
					counter <= counter + 1;
			end
		end
		OUTPUT_ROW: begin
			if (curr_row == 7) 
				state <= IDLE;
			else if (operation_mode == 0) begin
				curr_row <= curr_row + 1;
				state <= PROCESS_ROW;
			end
			else begin
				curr_row <= curr_row + 1;
				state <= ACT_2;
			end
		end
		endcase
	end
end
endmodule
[flow/run.sh]
#!/bin/bash
# OpenROAD 26Q1-2900-gdf79404cd8, Yosys 0.63+post, stock flow scripts
make -C /OpenROAD-flow-scripts/flow DESIGN_CONFIG=/design/flow/config.mk WORK_HOME=/design/flow/orfs finish
[flow/config.mk]
export PLATFORM = sky130hd
export DESIGN_NAME = MAC
export DESIGN_NICKNAME = MAC
export VERILOG_FILES = /design/flow/design.v
export SDC_FILE = /design/flow/constraint.sdc
export NUM_CORES = 4
export LEC_CHECK = 1
export CORE_UTILIZATION = 50
[flow/constraint.sdc]
current_design MAC

set clk_period 15.8
set clk_io_pct 0.2

create_clock -name clk0 -period $clk_period [get_ports {clk}]

set non_clock_inputs [all_inputs -no_clocks]
set_input_delay [expr $clk_period * $clk_io_pct] -clock clk0 $non_clock_inputs
set_output_delay [expr $clk_period * $clk_io_pct] -clock clk0 [all_outputs]
==> impl_metrics.py <==
# Physical implementation metrics
metrics = {
    "route": {
        "wl_um": 70100,
        "antenna_cells": 0,
        "vias": 16600,
        "drt-initial-drc-count": 992,
        "route.detailed.drc": 0,
        "first_pass_iters": 8,
        "wire_per_inst_um": 24.4,
        "final_antenna_net_count": 0,
        "via_per_inst": 5.75,
    },
    "layout": {
        "fin_util_pct": 58.6,
        "n_fill_cell": 3720,
        "logic_area_mm2": 0.0145,
        "final_area_mm2": 0.0261,
        "seq_area_mm2": 0.00682,
        "stdcell_count": 2877,
        "area_growth_pct": 14.9,
        "drive_gt1_share_pct": 9.37,
    },
    "clock_tree": {
        "cts_hold_buf": 0,
        "cts_buffer_depth": 3,
        "cts_resized": 0,
        "h-tree-depth": 1,
        "cts_num_sinks": 246,
        "cts_tree": "done",
        "cts.clk_slew.worst_paths_ns": 0.06,
        "clk_latency_ns": 0.57,
        "cts_setup_buffers": 0,
        "cts_made_buffers": 29,
        "cts_root_buffer": "clkbuf_16",
    },
    "critical_path": {
        "critPathMaxStageDelay_ns": 0.67,
        "crit_path_end_kind": "flop",
        "crit_slowest_cell": "a21oi_1",
        "path_buffers": 2,
        "critical_path_cell_count": 26,
        "reg2reg_depth": 26,
        "path_class": "reg2reg",
        "crit_path_start_kind": "flop",
        "crit_required_ns": 16.21,
        "crit_fanout": 28,
        "critical-path-top-delay-family": "adder cells",
        "cp_data_arrival_time_ns": 11.16,
        "cp_common_cell": "fa_1",
    },
    "placed_design": {
        "postPlaceCellArea_mm2": 0.0252,
        "port_buffers": 180,
        "place_hpwl_um": 56600,
        "gp_congestion": 0.949,
        "placedCellCount": 2823,
    },
    "synth": {
        "yosys_most_used_dff": "edfxtp_1",
        "syn-cell-area_mm2": 0.0227,
        "syn_avg_cell_area_um2": 10.9,
        "top_cell_area_share_pct": 21.0,
        "yosysSeqAreaShare_pct": 30.0,
        "synthTopCellsByArea": "fa_1, edfxtp_1, dfrtp_1",
        "async_flop_share_pct": 46.3,
        "yosys.area.top_type": "fa_1",
        "edf_count": 132,
        "ys_seq_elements": 246,
        "synth-area-yosys_mm2": 0.0227,
        "top_cell": "inv_1",
        "ys_cells": 2087,
        "ys_top_cells_by_count": "inv_1, nand2_1, and2_1",
        "yosysWarnings": 2,
        "netlist-cell-type-count": 85,
        "syn_inst": 2087,
    },
    "floorplan": {
        "pin_count": 182,
        "dieHeight_um": 215,
        "core-area_mm2": 0.0445,
        "die_area_mm2": 0.0463,
        "die_x_um": 215,
        "initial_core_util_pct": 51.0,
        "num_rows": 77,
    },
    "final_timing": {
        "timing.final.crit_share_pct": 68.0,
        "setup_viol": 0,
        "slew_headroom_pct": 41.0,
        "fmax_mhz": 93.0,
        "tns_ns": 0,
        "period_needed_ns": 10.75,
        "hold_violations": 0,
        "fin_skew_ns": 0.00999,
        "max_slew.worst_pin.slew_ns": 0.878,
        "finalMaxSlewViolations": 0,
        "rsz0062_at_grt": "false",
    },
    "grt": {
        "grt_pass1_vias": 17700,
        "grt_start_max_net_pins": 68,
        "antenna_found_initial": 1,
        "grt.overflow.total": 0,
        "grt_pass1_wl_um": 108000,
        "grt_use_total_pct": 34.1,
    },
    "worst_hold_path": {
        "min_path_cells": 0,
        "min_path_type": "reg2reg",
    },
    "run": {
        "log.warning_count": 35,
        "maxCapViolCount": 0,
    },
    "status": {
        "outcome": "completed",
    },
}
[cell families after synthesis]
kind of cell | after synthesis | share of synthesized area, %
flip-flops | 246 | 30.0
AND/OR/NAND/NOR | 664 | 14.8
buffers and inverters | 373 | 6.39
XOR/XNOR | 17 | 0.887
adder cells (fa/ha/maj) | 398 | 29.8
multiplexers | 145 | 10.5
other | 1 | 0.0165
AND-OR/OR-AND | 243 | 7.58
[placed cells by master (no fill, tap or decap), drive strengths merged, types with 8 or more instances in the layout]
cell,n
clkdlybuf4s50,179
xnor2,11
dfrtp,113
a32oi,8
o21ai,68
nand2,246
inv,311
and2,246
fa,238
o221ai,14
buf,30
a211o,8
a21oi,27
nand3,26
a22oi,12
ha,160
a22o,21
nor2,68
mux2i,34
clkbuf,34
mux4,70
nor3,22
a31oi,8
edfxtp,132
clkinv,14
nand4,8
o211ai,11
mux2,41
[registers in the layout, summed over array words and instances, names as in the netlist]
signal	count
out_data	96
out_valid	1
counter	3
act_window_buffer	96
conv_wgt	36
curr_row	3
out_idx	3
out_finish	1
state	6
operation_mode	1
[metal layers]
| layer | global-route usage, % | vias up | routed length, um | part of all wire, % |
|---|---|---|---|---|
| met5 | 0 | - | 149 | 0.21 |
| met4 | 4.78 | 6 | 1330 | 1.9 |
| met3 | 14.8 | 85 | 8140 | 12 |
| met2 | 47.7 | 723 | 30600 | 44 |
| met1 | 54.6 | 8314 | 29800 | 43 |
| li1 | - | 7423 | - | - |
[stage by stage]
step / hold WS, ns / setup slack [ns]
3_3_place_gp: 0.419 / 4.87
5_1_grt: 0.457 / 4.62
6_report: 0.451 / 5.05
2_1_floorplan: 0.352 / 6.06
4_1_cts: 0.438 / 5.10
3_5_place_dp: 0.420 / 4.81
[area by class of cell]
| class | count | share of cell area, % |
|---|---|---|
| Clock buffer | 34 | 2.88 |
| Clock inverter | 20 | 0.542 |
| Inverter | 308 | 4.43 |
| Multi-Input combinational cell | 1468 | 55.4 |
| Sequential cell | 246 | 26.2 |
| Tap cell | 592 | 2.84 |
| Timing Repair Buffer | 209 | 7.73 |
[final timing paths]
kind / start / to / slack (ns)
setup / recovery: counter[0] / out_data[21] / 5.05
hold / removal: state[3] / state[2] / 0.45
setup reg to reg: counter[0] / out_data[21] / 5.05
hold reg to reg: state[3] / state[2] / 0.45
max in group asynchronous: rst_n / out_data[87] / 11.67
min in group asynchronous: rst_n / out_data[61] / 2.50
