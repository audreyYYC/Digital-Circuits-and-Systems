$ cat flow/config.mk
export PLATFORM = sky130hd
export DESIGN_NAME = CPU
export DESIGN_NICKNAME = CPU
export VERILOG_FILES = /design/flow/design.v
export SDC_FILE = /design/flow/constraint.sdc
export NUM_CORES = 4
export LEC_CHECK = 1
export CORE_UTILIZATION = 30
export SYNTH_HDL_FRONTEND = slang
$ cat flow/constraint.sdc
current_design CPU

set clk_period 22.7
set clk_io_pct 0.2

create_clock -name clk0 -period $clk_period [get_ports {clk}]

set non_clock_inputs [all_inputs -no_clocks]
set_input_delay [expr $clk_period * $clk_io_pct] -clock clk0 $non_clock_inputs
set_output_delay [expr $clk_period * $clk_io_pct] -clock clk0 [all_outputs]
$ cat flow/design.v
module CPU(
    clk,
    rst_n,
    in_valid,
    instruction,
    out_valid,
    instruction_fail,
    out_0,
    out_1,
    out_2,
    out_3,
    out_4,
    out_5
);
input clk;
input rst_n;
input in_valid;
input [31:0] instruction;
output logic out_valid, instruction_fail;
output logic [15:0] out_0, out_1, out_2, out_3, out_4, out_5;
typedef enum logic [2:0] { 
    ADD, MULT, LS, RS, RELU, LRELU, ADDI, IDLE
} op_t;
op_t op;
logic [2:0] des_1, des_2, des_3;
logic [5:0] shamt;
logic signed [15:0] rs, rt;
logic [15:0] imm, ans, out;
logic signed [15:0][10:0] out_m;
logic  flag, shift, shift_2;
always_ff @(posedge clk or negedge rst_n) begin
    if (!rst_n) begin
        op <= IDLE;
        imm <= 0;
        des_1 <= 6;
        shamt <= 0;
    end
    else if(in_valid) begin
        if(instruction[31:26] == 6'b001000) begin
            op <= ADDI;
            imm <= instruction[15:0];
            case (instruction[25:21])  
                5'b10001: rs <= out_0;
                5'b10010: rs <= out_1;
                5'b01000: rs <= out_2;
                5'b10111: rs <= out_3;
                5'b11111: rs <= out_4;
                5'b10000: rs <= out_5;
            endcase
            case (instruction[20:16])  
                5'b10001: des_1 <= 0;
                5'b10010: des_1 <= 1;
                5'b01000: des_1 <= 2;
                5'b10111: des_1 <= 3;
                5'b11111: des_1 <= 4;
                5'b10000: des_1 <= 5;
            endcase
        end
        else if(instruction[31:26] == 6'b0) begin
            case (instruction[5:0])  
                6'b100000: begin
                    op <= ADD;
                    flag <= 0;
                end
                6'b011000: begin
                    op <= MULT;
                    flag <= 0;
                end
                6'b000000: begin
                    op <= LS;
                    flag <= 0;
                end
                6'b000010: begin
                    op <= RS;
                    flag <= 0;
                end
                6'b110001: begin
                    op <= RELU;
                    flag <= 0;
                end
                6'b110010: begin
                    op <= LRELU;
                    flag <= 0;
                end
                default: begin
                    op <= IDLE;
                    des_1 <= 7;
                    flag <= 1;
                end
            endcase
            case (instruction[25:21])  
                5'b10001: rs <= out_0;
                5'b10010: rs <= out_1;
                5'b01000: rs <= out_2;
                5'b10111: rs <= out_3;
                5'b11111: rs <= out_4;
                5'b10000: rs <= out_5;
            endcase
            case (instruction[20:16])  
                5'b10001: rt <= out_0;
                5'b10010: rt <= out_1;
                5'b01000: rt <= out_2;
                5'b10111: rt <= out_3;
                5'b11111: rt <= out_4;
                5'b10000: rt <= out_5;
            endcase
            case (instruction[15:11])  
                5'b10001: des_1 <= 0;
                5'b10010: des_1 <= 1;
                5'b01000: des_1 <= 2;
                5'b10111: des_1 <= 3;
                5'b11111: des_1 <= 4;
                5'b10000: des_1 <= 5;
            endcase
            shamt <= instruction[10:6];
        end
        else begin
            op <= IDLE;
            flag <= 1;
        end
    end
    else begin
        op <= IDLE;
        flag <= 0;
    end
end
always_ff @(posedge clk or negedge rst_n) begin
    if (!rst_n) begin
        des_2 <= 6;
    end
    else begin
        case (op)
            IDLE: begin
                shift <= 0;
                if (flag)
                    des_2 <= 7;
                else
                    des_2 <= 6;
            end
            ADD: begin
                shift <= 0;
                out <= rs + rt;
                des_2 <= des_1;
            end
            MULT: begin
                shift <= 1;
                des_2 <= des_1;
                out_m[0] <= $signed({1'b0, rs[3:0]}) * $signed({1'b0, rt[3:0]});
                out_m[1] <= $signed({1'b0, rs[7:4]}) * $signed({1'b0, rt[3:0]});
                out_m[2] <= $signed({1'b0, rs[11:8]}) * $signed({1'b0, rt[3:0]});
                out_m[3] <= $signed(rs[15:12]) * $signed({1'b0, rt[3:0]});
                out_m[4] <= $signed({1'b0, rs[3:0]}) * $signed({1'b0, rt[7:4]});
                out_m[5] <= $signed({1'b0, rs[7:4]}) * $signed({1'b0, rt[7:4]});
                out_m[6] <= $signed({1'b0, rs[11:8]}) * $signed({1'b0, rt[7:4]});
                out_m[7] <= $signed(rs[15:12]) * $signed({1'b0, rt[7:4]});
                out_m[8] <= $signed({1'b0, rs[3:0]}) * $signed({1'b0, rt[11:8]});
                out_m[9] <= $signed({1'b0, rs[7:4]}) * $signed({1'b0, rt[11:8]});
                out_m[10] <= $signed({1'b0, rs[11:8]}) * $signed({1'b0, rt[11:8]});
                out_m[11] <= $signed(rs[15:12]) * $signed({1'b0, rt[11:8]});
                out_m[12] <= $signed({1'b0, rs[3:0]}) * $signed(rt[15:12]);
                out_m[13] <= $signed({1'b0, rs[7:4]}) * $signed(rt[15:12]);
                out_m[14] <= $signed({1'b0, rs[11:8]}) * $signed(rt[15:12]);
                out_m[15] <= $signed(rs[15:12]) * $signed(rt[15:12]);
            end
            LS: begin
                shift <= 0;
                out <= rt << shamt;
                des_2 <= des_1;
            end
            RS: begin
                shift <= 0;
                out <= rt >>> shamt;
                des_2 <= des_1;
            end
            RELU: begin
                shift <= 0;
                des_2 <= des_1;
                if (!rt[15]) 
                    out <= rt;
                else
                    out <= 0;
            end
            LRELU: begin
                if (rt[15]) begin
                    shift <= 1;
                    des_2 <= des_1;
                    out_m[0] <= $signed({1'b0, rs[3:0]}) * $signed({1'b0, rt[3:0]});
                    out_m[1] <= $signed({1'b0, rs[7:4]}) * $signed({1'b0, rt[3:0]});
                    out_m[2] <= $signed({1'b0, rs[11:8]}) * $signed({1'b0, rt[3:0]});
                    out_m[3] <= $signed(rs[15:12]) * $signed({1'b0, rt[3:0]});
                    out_m[4] <= $signed({1'b0, rs[3:0]}) * $signed({1'b0, rt[7:4]});
                    out_m[5] <= $signed({1'b0, rs[7:4]}) * $signed({1'b0, rt[7:4]});
                    out_m[6] <= $signed({1'b0, rs[11:8]}) * $signed({1'b0, rt[7:4]});
                    out_m[7] <= $signed(rs[15:12]) * $signed({1'b0, rt[7:4]});
                    out_m[8] <= $signed({1'b0, rs[3:0]}) * $signed({1'b0, rt[11:8]});
                    out_m[9] <= $signed({1'b0, rs[7:4]}) * $signed({1'b0, rt[11:8]});
                    out_m[10] <= $signed({1'b0, rs[11:8]}) * $signed({1'b0, rt[11:8]});
                    out_m[11] <= $signed(rs[15:12]) * $signed({1'b0, rt[11:8]});
                    out_m[12] <= $signed({1'b0, rs[3:0]}) * $signed(rt[15:12]);
                    out_m[13] <= $signed({1'b0, rs[7:4]}) * $signed(rt[15:12]);
                    out_m[14] <= $signed({1'b0, rs[11:8]}) * $signed(rt[15:12]);
                    out_m[15] <= $signed(rs[15:12]) * $signed(rt[15:12]);
                end
                else begin
                    shift <= 0;
                    out <= rt;
                    des_2 <= des_1;
                end
            end
            ADDI: begin
                shift <= 0;
                out <= rs + imm;
                des_2 <= des_1;
            end
        endcase
    end
end
logic signed [30:0] wb_0, wb_1, wb_2, wb_3, wb_4, wb_5, wb_6;
always_ff @(posedge clk or negedge rst_n) begin
    if (!rst_n) begin
        des_3 <= 6;
    end
    else begin
        if (shift) begin
            wb_0 <= out_m[0];
            wb_1 <= (out_m[1] + out_m[4]) << 4;
            wb_2 <= (out_m[2] + out_m[5] + out_m[8]) << 8;
            wb_3 <= $signed(out_m[3] + out_m[6] + out_m[9] + out_m[12]) << 12;
            wb_4 <= $signed(out_m[7] + out_m[10] + out_m[13]) << 16;
            wb_5 <= $signed(out_m[11] + out_m[14]) << 20;
            wb_6 <= $signed(out_m[15]) << 24;
        end
        else begin
            wb_0 <= out;
        end
        des_3 <= des_2;
        shift_2 <= shift;
    end
end
logic signed [30:0] sum1, sum2, sum3;
logic signed [15:0] wb;
always_ff @(posedge clk or negedge rst_n) begin
    if (!rst_n) begin
        out_0 <= 0;
        out_1 <= 0;
        out_2 <= 0;
        out_3 <= 0;
        out_4 <= 0;
        out_5 <= 0;
        out_valid <= 0;
        instruction_fail <= 0;
    end
    else begin
        if (des_3 == 6) begin
            out_valid <= 0;
            instruction_fail <= 0;
            out_0 <= 0;
            out_1 <= 0;
            out_2 <= 0;
            out_3 <= 0;
            out_4 <= 0;
            out_5 <= 0;
        end
        else if (des_3 == 7) begin
            out_valid <= 1;
            instruction_fail <= 1;
        end
        else begin
            out_valid <= 1;
            instruction_fail <= 0;
            case (des_3)
                0: out_0 <= wb;
                1: out_1 <= wb;
                2: out_2 <= wb;
                3: out_3 <= wb;
                4: out_4 <= wb;
                5: out_5 <= wb;
            endcase
        end
    end
end
always_comb begin
    if (shift_2) begin
        sum1 = wb_0 + wb_1 + wb_2;
        sum2 = wb_3 + wb_4;
        sum3 = wb_5 + wb_6;
        wb = (sum1 + sum2 + sum3) >>> 15;
    end
    else 
        wb = wb_0;
end
endmodule
$ cat flow/run.sh
#!/bin/bash
# OpenROAD 26Q1-2900-gdf79404cd8, Yosys 0.63+post, stock flow scripts
make -C /OpenROAD-flow-scripts/flow DESIGN_CONFIG=/design/flow/config.mk WORK_HOME=/design/flow/orfs finish
==> flow_summary.yaml <==
# physical design summary
route:
  drtAntennaViolNets: 0
  totalWireLength_mm: 87.6
  n_antenna_cell: 0
  avgRoutedWirePerCell_um: 20.0
  drt_iter0_markers: 1531
  drc: 0
  dr.pass1.iters: 8
  vias: 21988
  viasPerCell: 5.03
clocking:
  cts.sinks: 395
  cts_hold_buf: 0
  clkLatencyLatePin_ns: 0.58
  cts_tree: "done"
  cts-resized-gates: 0
  clkSlewWorstSetupHoldPaths_ns: 0.06
  clk_root_buffer_cell: "clkbuf_16"
  clock_path_buffers: 3
  cts_buffers: 42
  htree_levels: 2
  post_cts_buffers: 0
critical_path:
  cp_slowest_cell: "and3_1"
  path_delay_family: "simple AND/OR/NAND/NOR gates"
  rr_startpoint: "wb_0[12]$_SDFFCE_PP0P_"
  critPathMaxStageDelay_ns: 0.67
  reg2reg_slack_ns: 18.32
  cp_max_fo: 22
  start_kind: "primary input"
  cp.arrival_ns: 7.13
  crit_path_start: "instruction[17]"
  required_ns: 23.02
  critPathBufInv: 3
  critPathKind: "primary input to register"
  worst-r2r-cell-count: 11
  r2r_end: "out_2[7]$_DFFE_PN0P_"
  crit_chain: "clkdlybuf4s50_1 > buf_4 > and3_1 > and3_1 > nor2_1 > nand2_1 > buf_4 > a21oi_1"
  end_kind: "register"
synth:
  yosys_most_used_dff: "edfxtp_1"
  synth_stat.cells: 2949
  netlist_instances: 2949
  synthArstFlopShare_pct: 34.4
  syn_avg_cell_area_um2: 10.2
  ys_types: 89
  synth-edff-count: 259
  synth_area_mm2: 0.0301
  ys_seq_share_pct: 37.2
  ys_seq_elements: 395
  yosys_warnings: 0
  yosys_area_mm2: 0.0301
final_timing:
  rsz0062_at_grt: "no"
  tightestPinTransition_ns: 0.876
  final.period_utilization_pct: 30.0
  slew_viol_final: 0
  max_clock_freq_mhz: 147
  setup_tns_ns: 0
  clock_skew_ns: 0.0261
  finalCriticalPeriod_ns: 6.81
  hold_viol_final: 0
  holdWs_ns: 0.352
  slew_headroom_pct: 41.5
  finalSetupViolCount: 0
grt:
  overflow: 0
  track_usage_pct: 18.0
  grt_pass1_wl_mm: 133
  antenna_found_initial: 0
  grt_pass1_vias: 21347
  grt_start_max_net_pins: 62
power_and_ir_drop:
  leakagePower_nw: 15.2
  vdd_drop_max_v: 0.0000464
  powerDensity_mw_per_mm2: 52.3
run_status:
  status: "finished clean"
placed_design:
  io_buffers: 132
  gp_congestion: 0.987
  dp.final_hpwl_mm: 65.0
worst_hold_path:
  holdPathStages: 0
  min_path_type: "register to register"
  min_to: "des_3[0]$_DFF_PN0_"
  holdCritStartpoint: "des_2[0]$_DFF_PN0_"
finish:
  area_growth_pct: 14.7
  fill_cells: 9571
  largest_register: "out_m"
  drive_above_1_share_pct: 7.51
  largest_register_ffs: 133
flow_run:
  max-cap-violations: 0
  tool_warnings: 29
floorplan:
  rows: 115
  core-area_mm2: 0.0989
  die-area_mm2: 0.102
  die_w_um: 319
  initCoreUtil_pct: 30.4
  chipHeight_um: 319
  io_pins: 133
[per-stage QoR]
step	setup slack, ns	instance area [um^2]	cells	power, mW	util, %
final	15.89	34500	4375	1.80	34.9
after global routing	15.81	34500	4375	1.87	34.9
after CTS	16.02	34500	4375	1.82	34.9
after detailed placement	15.42	33000	4298	1.06	33.4
after global placement	15.42	33000	4298	1.06	33.4
after floorplan	7.72	30100	2949	0.959	-
[layer usage]
| layer | GRT usage [%] | wire [um] | share of wire, % |
|---|---|---|---|
| met1 | 23.7 | 35300 | 40 |
| met2 | 28.7 | 41200 | 47 |
| met3 | 6.71 | 8620 | 9.8 |
| met4 | 4.05 | 2430 | 2.8 |
| met5 | 0 | 0 | 0 |
[cell type report]
cell class	instances	area [um^2]	area share, %
clock buffers	52	1190	3.43
clock inverters	25	333	0.964
inverters	319	1200	3.47
multi-input cells	2099	17200	49.8
flip-flops and latches	395	11200	32.4
well taps	1287	1610	4.66
repair buffers	198	1820	5.26
[how the worst max path moves through the flow]
stage | to | cells past startpoint
4_1_cts | rt[1]$_DFFE_PP_ | 8
5_1_grt | rt[6]$_DFFE_PP_ | 9
6_report | rt[1]$_DFFE_PP_ | 8
[power breakdown]
group | switching, mW | total, mW | internal [mW]
clock network | 0.299 | 0.754 | 0.455
registers | 0.0367 | 0.825 | 0.788
logic | 0.125 | 0.226 | 0.100
[synthesized netlist by cell type, drive strengths merged (12+ instances only)]
cell	n	area share (%)
inv	319	4.0
xnor2	96	2.8
a211oi	25	0.64
nand2b	37	0.77
nor2	138	1.7
a221oi	31	0.90
xor2	34	0.99
ha	341	14
a21o	48	1.2
a21oi	178	3.0
o211ai	12	0.30
nand2	301	3.8
and2	127	2.6
fa	140	9.3
o21a	13	0.32
a31oi	22	0.46
nor3	32	0.57
mux2	45	1.7
o21ai	136	2.3
mux2i	83	2.8
clkbuf	112	1.4
nor2b	30	0.62
edfxtp	259	26
buf	24	0.37
or3	13	0.30
dfrtp	129	11
o21bai	26	0.66
o31ai	20	0.50
o22ai	20	0.42
nand3	21	0.35
[cells by family after synthesis]
logic type      share of synthesized area, %
compound gates                          13.1
xor+xnor                                3.78
fa+ha+maj                               23.5
buf+inv                                 5.74
flops                                   37.2
mux                                     4.82
simple gates                            11.9
[placed cells by master (no fill, tap or decap), types with 9 or more instances in the layout]
master	n
ha_1	341
inv_1	317
nand2_1	300
edfxtp_1	259
a21oi_1	178
fa_1	140
nor2_1	137
clkdlybuf4s50_1	131
dfrtp_1	129
o21ai_0	126
and2_1	125
xnor2_1	96
mux2i_1	83
buf_4	66
a21o_1	48
mux2_2	45
clkbuf_16	45
nand2b_1	37
xor2_1	34
a221oi_1	31
nor2b_1	30
nor3_1	29
o21bai_1	25
a211oi_1	24
a31oi_1	22
nand3_1	21
o22ai_1	20
o31ai_1	20
o21a_1	13
o211ai_1	12
and3_1	11
or3_1	11
a22o_1	10
or2_2	9
o21ai_1	9
Power is estimated from default activity; no workload was simulated.
